### design.v
module memory(clk, data_in, data_out, addr, wr_en);
   parameter                   WIDTH=16, SIZE=64;
   localparam                  LOGSIZE=$clog2(SIZE);
   input [WIDTH-1:0]           data_in;
   output logic [WIDTH-1:0]    data_out;
   input [LOGSIZE-1:0]         addr;
   input                       clk, wr_en;
   logic [SIZE-1:0][WIDTH-1:0] mem;
   always_ff @(posedge clk) begin
      data_out <= mem[addr];
      if (wr_en)
         mem[addr] <= data_in;
   end
endmodule
module control3(clk, reset, input_valid, input_ready, output_ready, output_valid, addr_x, wr_en_x, addr_w, clear_acc, en_acc, en_mult, inc, done);
   parameter M=13, N=16, P=1, addrW=8, addrX=4;
   input clk, reset, input_valid, output_ready, done;
   output logic wr_en_x, clear_acc, en_acc, output_valid, input_ready, en_mult;
   output logic [addrW-1:0] addr_w;
   output logic [addrX-1:0] addr_x;
   output logic signed [31:0] inc;
   always_comb begin
      output_valid = 0;
      if (reset) begin           
         output_valid = 0;
      end
      if (inc == (addr_w+3)) begin
         output_valid = 1;
      end
      if (done) begin
         output_valid = 0;
      end
   end
   always_ff @(posedge clk) begin
      if (reset) begin
         addr_x <= 0;
         wr_en_x <= 1;
         addr_w <= 0;
         clear_acc <= 0;
         en_acc <= 0;
         input_ready <= 1;
         inc <= 0;
         en_mult <= 0;
      end
      else begin
         if (input_valid && input_ready) begin
            wr_en_x <= 1;
            if (addr_x < N-1) begin
               addr_x <= addr_x+1;
               wr_en_x <= 1;
            end
            else if (addr_x == N-1) begin
               wr_en_x <= 0;
               input_ready <= 0;
               addr_w <= 0;
               addr_x <= 0;
               inc <= 0;
               en_mult <= 1;
            end
         end
         else if ((!input_ready) && (!output_valid)) begin
            inc <= inc+1;
            en_acc <= en_mult;
            clear_acc <= 0;
            if (inc < (M*N-(P-1)*N-1)) begin
               if (addr_x < N-1) begin
                  addr_w <= addr_w+1;
                  addr_x <= addr_x+1;
               end
            end
            if ((addr_x == 1) && (inc == addr_w)) begin
               clear_acc <= 1;
            end
            else begin
               clear_acc <= 0;
            end
            if (inc == (M*N-(P-1)*N+2)) begin
               inc <= M*N-(P-1)*N+2;
            end
            if (done && (inc < (M*N-(P-1)*N+2))) begin
               addr_x <= 0;
               addr_w <= (addr_w+1)+N*(P-1);
               inc <= (addr_w+1)+N*(P-1);
            end
            if (done && (inc == (M*N-(P-1)*N+2))) begin
               input_ready <= 1;
               clear_acc <= 0;
               en_acc <= 0;
               en_mult <= 0;
               addr_x <= 0;
               addr_w <= 0;
               inc <= 0;
               wr_en_x <= 1;
            end
         end
      end
   end
endmodule
### run.sh
#!/bin/bash
# OpenROAD 26Q1-2900-gdf79404cd8, Yosys 0.63+post, stock flow scripts
make -C /OpenROAD-flow-scripts/flow DESIGN_CONFIG=/design/flow/config.mk WORK_HOME=/design/flow/orfs finish
### config.mk
export PLATFORM = sky130hd
export DESIGN_NAME = memory
export DESIGN_NICKNAME = memory
export VERILOG_FILES = /design/flow/design.v
export SDC_FILE = /design/flow/constraint.sdc
export NUM_CORES = 4
export LEC_CHECK = 1
export CORE_UTILIZATION = 30
### constraint.sdc
current_design memory

set clk_period 24.2
set clk_io_pct 0.2

create_clock -name clk0 -period $clk_period [get_ports {clk}]

set non_clock_inputs [all_inputs -no_clocks]
set_input_delay [expr $clk_period * $clk_io_pct] -clock clk0 $non_clock_inputs
set_output_delay [expr $clk_period * $clk_io_pct] -clock clk0 [all_outputs]
==> flow_metrics.tcl <==
# flow metrics
set metrics [dict create \
    run_status "complete, no violations" \
    wirelength_um 141000 \
    synth.cells.most_frequent "1,049 x mux2_2, 1,024 x edfxtp_1, 236 x mux4_2, 143 x nand2_1, 134 x clkbuf_1" \
    synth_stat.cells 3105 \
    path_delay_family "simple AND/OR/NAND/NOR gates" \
    initial_antenna_violation_count 8 \
    yosys-stat-area_sq_um 52800 \
    ctsRootBufferMaster "clkbuf_16" \
    cp_slowest_stage_delay_ns 0.74 \
    tritoncts "yes" \
    power-per-cell-area_nw_per_um2 72.6 \
    wl_met1_um 56000 \
    async_set_reset_flop_share_out_of_synthesis_pct 0 \
    critPathRequiredTime_ns 24.68 \
    yosys.area_share.adder_pct 0.0474 \
    fill_cells 16544 \
    static-leakage-power_nw 19.6 \
    drc 0 \
    synth_cells 3105 \
    final_antenna_net_count 0 \
    dp_hpwl_um 86900 \
    fin_skew_ns 0.0362 \
    clkSinkCount 1040 \
    yosysUniqueCellTypes 58 \
    worstPathMaxFanout 28 \
    post-place-cells 5311 \
    post_route_cells_drive_above_1_share_pct 51.6 \
    maxSlewViolCount 0 \
    met2_wirelength_um 66100 \
    number_of_global_route_vias_before_repair 30567 \
    row_count 153 \
    actual_slew_at_the_worst_max_slew_pin_ns 1.02 \
    design.core.area_sq_um 174000 \
    period_needed_ns 8.37 \
    timing_worst_setup_path_type "primary input to register" \
    netlist_top_cells_area "edfxtp_1 58%, mux2_2 22%, mux4_2 10%" \
    die_h_um 421 \
    final_worst_path_period_share_pct 34.6 \
    worst_slew_margin_rel_pct 31.6 \
    hold_slack_ns 0.573 \
    synth-main-ff-cell "edfxtp_1" \
    fp_util_pct 30.3 \
    cts.repair_timing.setup_buffer_count 0 \
    final_core_util_pct 34.0 \
    routabilityCongestion 0.933 \
    synthToLayoutAreaGrowth_pct 12.2 \
    via_per_inst 5.23 \
    wire_per_inst_um 25.5 \
    top_area_cell "edfxtp_1" \
    drt_first_pass_iters 5 \
    max-clock-path-buffers 3 \
    cts-buffers-inserted 110 \
    synthXorXnorAreaFrac_pct 0.0498 \
    tns_ns 0 \
    min-delay-path-class "register to register" \
    synth_sequential_area_ratio_pct 58.9 \
    top_level_ports 40 \
    vias 28874 \
    post_synthesis_area_per_instance_sq_um 17.0 \
    topCombFamilyByArea "multiplexers" \
    setup-violations-final 0 \
    synth.cell_area_sq_um 52800 \
    count_of_library_flops_with_an_enable_pin 1024 \
    port_buffers 39 \
    cts_resized 0 \
    pre_cts_slack_ns 15.09 \
    vdd_drop_max_uv 56.7 \
    globalRouteTotalUtil_pct 16.8 \
    grt_first_pass_wirelength_um 210000 \
    slowest_stage "nor2_4" \
    pin_count_of_the_biggest_net_entering_global_routing 88 \
    die_width_um 421 \
    critical_path.cell_chain "clkdlybuf4s50_1 > buf_4 > or2_2 > nor3_1 > ha_1 > a211oi_2 > nand3_1 > nor2_4 > mux2_2" \
    worst_path_setup_slack_after_routing_ns 15.83 \
    detailroute.wirelength.met3_um 13200 \
    peak_clock_frequency_supported_by_timing_ghz 0.119 \
    mux_area_share_pct 33.7 \
    ys.flops 1040 \
    chip_area_sq_um 178000 \
    first_iter_violations 2024 \
    grt_overflow_total 0 \
    cp-end-kind "register" \
    max_cap_viol_count 0 \
    cp-start-kind "primary input" \
    critPathArrivalTime_ns 8.85 \
    cp.buffers_inverters 2 \
    final_cell_count_no_fill 5517 \
    cts.htree.levels 3 \
    cts.clk_slew.worst_paths_ns 0.06 \
    topRoutingLayerUsed "met5" \
    postCtsHoldBufs 0 \
    grt_setup_unrepaired "false" \
    compound_area_share_pct 1.84 \
    synth_top_area_share_pct 58.3 \
    synth_warnings 1 \
    post_synth_and_or_nand_nor_area_fraction_pct 2.81 \
    warning_count 26 \
    clk-insertion-delay-late_ns 0.74 \
    synthMostInstantiatedCell "mux2_2" \
    final_hold_violations 0 \
]
## cell type report
type	instances	area, sq um	area share, %
repair buffers	167	1280	2.17
multi-input cells	1773	20300	34.3
clock inverters	63	621	1.05
diodes	2	5.00	0.00845
flip-flops and latches	1040	31100	52.5
well taps	2325	2910	4.91
clock buffers	141	2970	5.02
inverters	6	22.5	0.0380
## registers in the layout, summed over array words and instances (netlist names)
register,flops
mem,1024
data_out,16
## where the power goes
part           internal, mW  switching [mW]
Sequential             2.12          0.0530
Combinational         0.196           0.232
Clock                 0.981           0.720
Total                  3.29            1.01
## cells in the final DEF, fill, tap and decap left out, types with 10 or more instances in the layout
cell	Yosys	final
mux2_2	1049	1049
edfxtp_1	1024	1024
mux4_2	236	236
nand2_1	143	143
buf_4	26	128
clkbuf_16	0	113
mux2i_1	68	68
a21oi_1	33	33
nor2_2	24	32
clkinv_1	2	27
clkbuf_1	134	24
nand3_1	22	22
and3_1	20	20
clkdlybuf4s50_1	0	18
clkinv_2	0	17
buf_2	83	17
dfxtp_1	16	16
a31oi_1	15	15
o21ai_0	14	14
and2_1	12	12
a22oi_1	12	12
a221o_1	11	11
bufinv_16	0	11
o211ai_1	10	10
nor2_1	18	10
a211oi_1	10	10
## kinds of logic (layout without fill, tap and decap cells)
| family | Yosys count | after routing |
|---|---|---|
| other cells | 0 | 2 |
| simple gates | 279 | 279 |
| mux | 1353 | 1353 |
| fa+ha+maj | 2 | 2 |
| xor+xnor | 3 | 3 |
| flops | 1040 | 1040 |
| compound gates | 136 | 136 |
| buf+inv | 292 | 377 |
## per-layer routing
layer / track usage [%] / vias to the layer above
met5: 0 / -
met4: 5.10 / 6
met3: 6.78 / 213
met2: 25.3 / 995
met1: 23.3 / 15203
li1: - / 12457
## worst register-to-register path, cell delays in order, from the launching register on
cell	delay (ns)
edfxtp_1	0.38
mux4_2	0.49
mux4_2	0.57
a2111oi_0	0.75
and3b_1	0.36
## worst paths after layout
kind / start / end / slack [ns] / cells past startpoint
setup reg to reg: mem[883] / data_out[3] / 21.50 / 4
setup / recovery: addr[4] / mem[166] / 15.83 / 9
hold / removal: mem[1016] / mem[1016] / 0.57 / 1
hold reg to reg: mem[1016] / mem[1016] / 0.57 / 1
## per-stage QoR
| step | instance area, sq um | power [mW] |
|---|---|---|
| 3_5_place_dp | 55600 | 2.64 |
| 5_1_grt | 59200 | 4.45 |
| 6_report | 59200 | 4.30 |
| 3_3_place_gp | 55600 | 2.63 |
| 4_1_cts | 59200 | 4.35 |
| 2_1_floorplan | 52800 | 2.46 |
Power figures rest on the tool's default switching activity, not on a simulated workload.
